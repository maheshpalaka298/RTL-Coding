## ./run.sh

```bash
#!/bin/bash
# OpenROAD 26Q1-2900-gdf79404cd8, Yosys 0.63+post, stock flow scripts
make -C /OpenROAD-flow-scripts/flow DESIGN_CONFIG=/design/flow/config.mk WORK_HOME=/design/flow/orfs finish
```

## ./config.mk

```make
export PLATFORM = sky130hd
export DESIGN_NAME = clock_divider
export DESIGN_NICKNAME = clock_divider
export VERILOG_FILES = /design/flow/design.v
export SDC_FILE = /design/flow/constraint.sdc
export NUM_CORES = 4
export LEC_CHECK = 1
export CORE_AREA = 10 10 70 70
export DIE_AREA = 0 0 80 80
```

## ./constraint.sdc

```tcl
current_design clock_divider

set clk_period 1.0
set clk_io_pct 0.2

create_clock -name clk0 -period $clk_period [get_ports {clk}]

set non_clock_inputs [all_inputs -no_clocks]
set_input_delay [expr $clk_period * $clk_io_pct] -clock clk0 $non_clock_inputs
set_output_delay [expr $clk_period * $clk_io_pct] -clock clk0 [all_outputs]
```

## ./design.v

```verilog
`timescale 1ns / 1ps
module clock_divider(clk,divideby2,divideby4,divideby8,divideby16,rst);
	input clk,rst;
	reg [3:0]count;
	output reg divideby2,divideby4,divideby8,divideby16;
	always@(posedge clk)
	begin
      if(rst==0)
        count=4'b0000;
      else
        count=count+1;
      	divideby2=count[0];
  		divideby4=count[1];
  		divideby8=count[2];
  		divideby16=count[3];
	end
endmodule
```

==> flow_summary.json <==
{
  "run_status": "finished, final reports clean",
  "clockBufferDepth": 2,
  "largest_reg_flops": 4,
  "cts.sinks": 4,
  "clock_latency_ps": 240,
  "cp_max_fo": 2,
  "grt_pass1_vias": 154,
  "ys_cells": 13,
  "dpl-instance-area_sq_um": 268,
  "cp.required_ps": 1130,
  "core_sq_mm": 0.00342,
  "final_cell_count_no_fill": 71,
  "drc": 0,
  "grt_pass1_wl_um": 724,
  "routed_wl_um": 471,
  "pwr-share-clk_pct": 46.1,
  "die_height_um": 80,
  "power_frac_comb_pct": 14.8,
  "synth_cell_types": 9,
  "seqPwrFrac_pct": 39.1,
  "viasPerCell": 1.86,
  "vias": 132,
  "finalCritPeriodShare_pct": 95.5,
  "dieArea_sq_mm": 0.00640,
  "startpoint_type": "register",
  "cts_hold_buf": 0,
  "compound_area_share_pct": 0,
  "place.port_buffers": 5,
  "area_growth_pct": 128,
  "ys_seq_share_pct": 55.2,
  "cp_slowest_cell": "dfxtp_2",
  "path_cells": "buf_6 -> ha_4 -> xor2_1 -> and2_1",
  "worst_pin_slew_ps": 124,
  "holdWs_ps": 472,
  "p_switching_mw": 0.107,
  "min_period_ps": 955,
  "fp_util_pct": 4.25,
  "warnings": 25,
  "mux_share_pct": 6.90,
  "synth.logic.top_family": "simple AND/OR/NAND/NOR gates",
  "die_x_um": 80,
  "grt_usage_pct": 1.60,
  "synthesis.area_sq_um": 145,
  "placed_cells": 66,
  "slowest_delay_ps": 320,
  "ant_nets": 0,
  "hp-class": "reg2reg",
  "worstPathArrival_ps": 1080,
  "max_cap_viol_count": 0,
  "syn-mean-instance-area_sq_um": 11.2,
  "critPathCaptureType": "register",
  "grt_overflow": 0,
  "report.final.slew_viol_count": 0,
  "fin_area_sq_um": 330,
  "drt-initial-drc-count": 13,
  "lay_top_cells": "4 x dfxtp_2, 4 x clkdlybuf4s15_1, 3 x clkbuf_4",
  "fin_setup_tns_ps": 0,
  "dr.pass1.iters": 2,
  "cts.htree.levels": 1,
  "ys_sh_simple_pct": 23.3,
  "power.share.switching_pct": 23.2,
  "p_int_mw": 0.354,
  "powerDensity_mw_per_mm2": 1400,
  "dpl.hpwl_um": 329,
  "max_slew_margin_pct": 91.5,
  "antennaDiodeCount": 0,
  "yosysWarnings": 1,
  "io_pins": 6,
  "cts_buffers": 3,
  "layout_setup_ws_ps": 44.6,
  "wl_per_cell_um": 6.63,
  "ys_sh_adder_pct": 8.62,
  "cts.clk_slew.worst_paths_ps": 40,
  "num_rows": 21,
  "max_freq_mhz": 1050,
  "detailedPlace.worstSlack_ps": -40.1,
  "drive_above_1_share_pct": 48.0,
  "cts_tree": "yes",
  "finalHoldViolCount": 0,
  "p_leak_nw": 0.132,
  "root_buffer": "clkbuf_4",
  "place.gp.congestion": 0.624,
  "ys_sh_xor_pct": 6.03,
  "synth_chip_area_sq_um": 145,
  "crit_type": "reg2reg",
  "setup_viol": 0,
  "synth_flops": 4,
  "grt_max_degree": 6,
  "peakVddDrop_v": 0.000269,
  "finClkSkew_ps": 0.946,
  "synthCells": 13,
  "rsz0062_at_grt": "no",
  "antenna_found_initial": 0
}
-- layer usage --
metal | track usage (%) | part of all wire (%)
met1 | 2.01 | 55
met2 | 1.04 | 25
met3 | 2.61 | 19
met4 | 0.528 | 0
met5 | 0 | 0
-- through the flow --
step	utilization (%)	total power, mW
global placement	7.84	0.228
CTS	9.08	0.455
global route	9.67	0.484
finish	9.67	0.461
floorplan	-	0.191
detailed placement	7.84	0.232
-- worst max-delay path, delay by kind of cell, from the launching register on --
| kind | cells | cell delay (ps) |
|---|---|---|
| XOR/XNOR | 1 | 140 |
| adder cells (fa/ha/maj) | 1 | 140 |
| buffers and inverters | 1 | 110 |
| flip-flops | 1 | 320 |
| AND/OR/NAND/NOR | 1 | 130 |
-- cell families (layout without fill, tap and decap cells) --
kind of cell / count (synthesis) / after routing
and+or+nand+nor: 6 / 6
DFF: 4 / 4
adders and majority gates: 1 / 1
xor gates and xnor gates: 1 / 1
muxes: 1 / 1
buffers and inverters: 0 / 12
-- final timing paths --
kind              slack, ps                   to  depth (start not counted)           startpoint
setup reg to reg         40  count[2]$_SDFF_PN0_                          4  count[0]$_SDFF_PN0_
setup / recovery         40  count[2]$_SDFF_PN0_                          4  count[0]$_SDFF_PN0_
hold reg to reg         470  count[3]$_SDFF_PN0_                          2  count[3]$_SDFF_PN0_
hold / removal          470  count[3]$_SDFF_PN0_                          2  count[3]$_SDFF_PN0_
-- power by group through the flow --
stage / clock network [mW] / registers, mW / logic (mW)
4_1_cts: 0.219 / 0.179 / 0.0579
5_1_grt: 0.226 / 0.182 / 0.0761
6_report: 0.212 / 0.180 / 0.0685
-- Yosys cell counts --
library cell  instances  area, sq um
nand2_1               1         3.75
and2_1                2         12.5
ha_1                  1         12.5
xor2_1                1         8.76
nor2b_1               1         6.26
nand3_1               1         5.00
mux2i_1               1         10.0
dfxtp_1               4         80.1
nand2b_1              1         6.26
-- final cells by class --
class / count / area (sq um)
Timing Repair Buffer: 9 / 87.6
Multi-Input combinational cell: 9 / 77.6
Clock buffer: 3 / 22.5
Fill cell: 412 / 3090
Sequential cell: 4 / 85.1
Tap cell: 46 / 57.6
-- what timing repair did --
item,CTS,global route
gates resized,11,5
endpoints found under the setup margin,4,3
buffers inserted,2,0
pin swaps,2,0
Power figures rest on the tool's default switching activity, not on a simulated workload.
